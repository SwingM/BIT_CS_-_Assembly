**design/flow/run.sh**
```bash
#!/bin/bash
# OpenROAD 26Q1-2900-gdf79404cd8, Yosys 0.63+post, stock flow scripts
make -C /OpenROAD-flow-scripts/flow DESIGN_CONFIG=/design/flow/config.mk WORK_HOME=/design/flow/orfs finish
```
**design/flow/config.mk**
```make
export PLATFORM = sky130hd
export DESIGN_NAME = mycpu
export DESIGN_NICKNAME = mycpu
export VERILOG_FILES = /design/flow/design.v
export SDC_FILE = /design/flow/constraint.sdc
export NUM_CORES = 4
export LEC_CHECK = 1
export CORE_UTILIZATION = 30
```
**design/flow/constraint.sdc**
```tcl
current_design mycpu

set clk_period 16.0
set clk_io_pct 0.2

create_clock -name clk0 -period $clk_period [get_ports {clk}]

set non_clock_inputs [all_inputs -no_clocks]
set_input_delay [expr $clk_period * $clk_io_pct] -clock clk0 $non_clock_inputs
set_output_delay [expr $clk_period * $clk_io_pct] -clock clk0 [all_outputs]
```
**design/flow/design.v**
```verilog
`timescale 1ns / 1ps
module Dataloader(
    input wire [1:0]    in_we,        
    input wire [31:0]   in_address,     
    input wire [31:0]   in_wd,
    output wire[31:0]   out_1
    );
assign out_1 = (in_we == 0) ? 0: in_wd;
endmodule
`timescale 1ns / 1ps
module alu(
    input  wire [3:0]  alu_op,
    input  wire [31:0] alu_in1,
    input  wire [31:0] alu_in2,
    output wire [31:0] alu_out,
    output wire        alu_zero
    );
    reg err;
    reg zero;
    wire [31:0] in1   = alu_in1;
    wire [31:0] in2   = alu_in2;
    wire [31:0] in2_u = {16'b0, alu_in2[15:0]};
    wire [4:0]  sa    = alu_in1[10:6];
    wire [31:0] o_or  = in1 | in2_u;
    wire [31:0] o_lui = {alu_in2[15:0], 16'b0};
    wire [31:0] o_nor = ~(o_or);
    wire [32:0] in1_e = {alu_in1[31], alu_in1};
    wire [32:0] in2_e = {alu_in2[31], alu_in2};
    wire [32:0] o_add = in1_e + in2_e;
    wire [32:0] o_addiu = in1_3 + in2_e;     
    wire [32:0] o_sub = in1_e - in2_e;
    assign alu_out = (alu_op == 0) ? o_add[31:0] :
                     (alu_op == 1) ? o_sub[31:0] :
                     (alu_op == 3 ) ? o_or  :
                     (alu_op == 6) ? o_lui : 
                     (alu_op == 9) ? o_addiu:
                     (alu_op == 8) ? o_nor : 32'b0;
    assign alu_zero = (alu_out == 32'b0) ? 1 : 0;
endmodule
`timescale 1ns / 1ps
module control(
    input   [5:0]   opcode,
    input   [5:0]   func,
    output          cu_c1,   
    output          cu_c2,   
    output          cu_c3,   
    output          cu_c4,   
    output  [3:0]   cu_cA,   
    output          cu_jmp,
    output          cu_br,
    output          d_we,    
    output          reg_we
    );
    wire [3:0] inst_id = get_inst_id(opcode, func);
    function [3:0] get_inst_id(input [5:0] opcode, input [5:0] func);
    begin
        case (opcode)
            6'b001111   : get_inst_id = 4;
            6'b001101   : get_inst_id = 5;
            6'b101011    : get_inst_id = 0;
            6'b100011    : get_inst_id = 1;
            6'b000100   : get_inst_id = 2;
            6'b000010     : get_inst_id = 3;
            6'b000101   : get_inst_id = 8;   
            6'b000000  : begin
                case (func)
                    6'b100000   : get_inst_id = 6;
                    default     : get_inst_id = 7;
                endcase
            end
            default     : get_inst_id = 7;
        endcase
    end
    endfunction
    reg [7:0] mask_c1 = 8'b00110011;
    assign cu_c1  = mask_c1[inst_id];
    reg [7:0] mask_c2 = 8'b01000000;
    assign cu_c2  = mask_c2[inst_id];
    assign cu_c3  = 1'b0;
    assign cu_c4  = (inst_id == 1 ) ? 1 : 0;
    assign cu_cA  = get_alu_op(inst_id);
    function [3:0] get_alu_op(input [3:0] inst_id);
    begin
        case (inst_id)
            0, 1, 6 : get_alu_op = 0;
            4                 : get_alu_op = 6;
            2                 : get_alu_op = 1;
            5                 : get_alu_op = 3;
            8                 : get_alu_op = 8;   
            default                 : get_alu_op = 7;
        endcase
    end
    endfunction
    assign cu_br  = (inst_id == 2) ? 1 : 0;
    assign cu_jmp = (inst_id == 3  ) ? 1 : 0;
    assign d_we   = (inst_id == 0 ) ? 1 : 0;
    reg [7:0] mask_regwe = 8'b01110010;
    assign reg_we = mask_regwe[inst_id];
endmodule
`timescale 1ns / 1ps
module mycpu (
    input         rstn,
    input         clk,
    output [31:0] inst_rom_addr,     
    input  [31:0] inst_rom_rdata,    
    output [31:0] data_ram_addr,     
    output [31:0] data_ram_wdata,    
    output        data_ram_wen,      
    input  [31:0] data_ram_rdata     
    );
    wire        pc_jmp;      
    wire        pc_br;       
    wire [15:0] pc_off;      
    wire [25:0] pc_tgt;      
    wire [31:0] pc_val;      
    pc _pc(
        .clk(clk),
        .rst(rstn),
        .pc_jmp(pc_jmp),
        .pc_br(pc_br),
        .pc_off(pc_off),
        .pc_tgt(pc_tgt),
        .pc_val(pc_val)
    );
    wire        reg_we;      
    wire [4:0]  reg_ra1;     
    wire [4:0]  reg_ra2;     
    wire [4:0]  reg_wa;      
    wire [31:0] reg_wd;      
    wire [31:0] reg_rd1;     
    wire [31:0] reg_rd2;     
    regfile _regfile(
        .clk(clk),
        .rst(rstn),
        .reg_we(reg_we),
        .reg_ra1(reg_ra1),
        .reg_ra2(reg_ra2),
        .reg_wa(reg_wa),
        .reg_wd(reg_wd),
        .reg_rd1(reg_rd1),
        .reg_rd2(reg_rd2)
    );
    wire [3:0]  alu_op;      
    wire [31:0] alu_in1;     
    wire [31:0] alu_in2;     
    wire [31:0] alu_out;     
    wire        alu_zero;    
    alu _alu(
        .alu_op(alu_op),
        .alu_in1(alu_in1),
        .alu_in2(alu_in2),
        .alu_out(alu_out),
        .alu_zero(alu_zero)
    );
    wire [31:0] instr;       
    assign inst_rom_addr = pc_val;
    assign instr = inst_rom_rdata;
    wire        d_we;        
    wire [31:0] d_rdata;     
    wire [31:0] in_addr;   
    wire [31:0] in_data;   
    Dataloader _Dataloader(
        .in_we(d_we),
        .in_address(in_addr),
        .in_wd(in_data),
        .out_1(d_rdata)
    );
    wire [5:0]  opcode;      
    wire [5:0]  func;        
    wire        cu_c1;       
    wire        cu_c2;       
    wire        cu_c3;       
    wire        cu_c4;       
    wire        cu_br;       
    control _cu(
        .opcode(opcode),
        .func(func),
        .cu_c1(cu_c1),
        .cu_c2(cu_c2),
        .cu_c3(cu_c3),
        .cu_c4(cu_c4),
        .cu_cA(alu_op),
        .cu_jmp(pc_jmp),
        .cu_br(cu_br),
        .d_we(d_we),
        .reg_we(reg_we)
    );
    wire [31:0] imm_e;       
    assign opcode   = instr[31:26];
    assign func     = instr[5:0];
    assign imm_e    = {{16{instr[15]}}, instr[15:0]};
    assign pc_tgt   = instr[25:0];
    assign pc_off   = instr[15:0];
    assign pc_br    = (cu_br == 1'b1) && (reg_rd1 == reg_rd2);
    assign reg_ra1  = instr[25:21];
    assign reg_ra2  = instr[20:16];
    assign reg_wa   = (cu_c2 == 1) ? instr[15:11] : instr[20:16];
    assign reg_wd   = (cu_c4 == 1) ? d_rdata : alu_out;      
    assign alu_in1  = (cu_c3 == 1) ? imm_e : reg_rd1;
    assign alu_in2  = (cu_c1 == 1) ? imm_e : reg_rd2;
    assign in_addr = alu_out;
    assign in_data = reg_rd2;
endmodule
`timescale 1ns / 1ps
module pc(
    input           clk,
    input           rst,
    input           pc_jmp,
    input           pc_br,       
    input   [15:0]  pc_off,      
    input   [25:0]  pc_tgt,      
    output  [31:0]  pc_val       
    );
    reg [31:0] pc_reg;
    wire [31:0] pc_ds;   
    assign pc_ds = pc_reg + 32'h4;       
    always @(posedge clk or negedge rst) begin       
        if (!rst) pc_reg <= 32'hbfc00000;            
        else if (pc_jmp) pc_reg <= {pc_ds[31:28], pc_tgt[25:0], 2'b00};
        else if (pc_br) pc_reg <= pc_ds + (pc_off << 2);    
        else pc_reg <= pc_ds;
    end
    assign pc_val = pc_reg;
endmodule
`timescale 1ns / 1ps
module regfile(
    input  wire       clk,
    input  wire       rst,
    input  wire       reg_we,
    input  wire[4:0]  reg_ra1,
    input  wire[4:0]  reg_ra2,
    input  wire[4:0]  reg_wa,
    input  wire[31:0] reg_wd,
    output wire[31:0] reg_rd1,
    output wire[31:0] reg_rd2
    );
    (*mark_debug = "true"*)reg [31:0] regs[31:0];
   assign reg_rd1 = regs[reg_ra1];
    assign reg_rd2 = regs[reg_ra2];
    integer i;
    always @(posedge clk or negedge rst) begin
        if (!rst) begin
            for (i = 0; i <= 31; i = i + 1) regs[i] <= 32'b0;
        end
        else if (reg_we == 1'b1) regs[reg_wa] <= reg_wd;
    end
endmodule
```
==> run notes <==
Observations from the implementation run.

Power and ir drop:
- The run puts the leakage power of the design at about 30 nW.
- Per the power-grid run, VDD falls by no more than 0.00009611 V.
- The script computed the net switching share of total power as 27.91%.
- The script extracted a net switching power of 1.807 mW.
- Cell internal power was estimated by the tool at 4.667 mW.
- The run gives the power density normalized to cell area as 94.69 nW/um2.
- The run gives the part of the total power dissipated in sequential elements as a little over two fifths.
- The run gives the relative contribution of the clock network to total power as around 45%.
- The run gives the total power of the final layout as between 6 and 7 mW.
- The run puts the power share of the combinational group at 12.4%.

Logic synthesis:
- The run puts the async set-or-reset flop fraction in the synthesized netlist at ~100%.
- Yosys reported a register bit count of 1,054.
- The run puts the aoi/oai-family share of the synthesized area at 20.48%.
- Sorting the synthesized cells by area gives the leading types as sky130_fd_sc_hd__dfrtp_1, sky130_fd_sc_hd__nand2_1, sky130_fd_sc_hd__o21ai_0.
- In this run, the synthesized area fraction spent on and/or/nand/nor cells is recorded as between 20% and 30%.
- The run gives the adder-cell area share of the yosys netlist as 2.068%.
- Summing the sequential cell areas from Yosys gives ~44% of the chip area.
- The run gives the proportion of netlist area held by the largest area contributor as 43.31%.
- The run puts the yosys warning tally at 72.
- The run puts the count of library flops with an enable pin at 0.
- The run puts the total standard cell area after synthesis at 60,380 um2.
- The run gives the chip area in the Yosys report as ~60,000 um2.
- The commonest cells after synthesis are sky130_fd_sc_hd__nand2_1, sky130_fd_sc_hd__dfrtp_1, sky130_fd_sc_hd__o21ai_0.
- By instance count, the leading cell after synthesis is sky130_fd_sc_hd__nand2_1.
- The run puts the mean post-synth cell area at 8.567 um2.
- The number of cells reported by Yosys stat comes to between 7,000 and 8,000.
- The run gives the library cell occupying the most area in the post-synthesis netlist as sky130_fd_sc_hd__dfrtp_1.
- The run puts the instance count of the mapped netlist at 7,048.
- The cell-mix breakdown from Yosys lists the XOR/XNOR area share as 1.726%.
- The commonest register cell is sky130_fd_sc_hd__dfrtp_1.
- The run gives the main logic family after synthesis as simple AND/OR/NAND/NOR gates.
- The run gives the portion of netlist area occupied by mux cells as 3.183%.
- In this run, distinct cell masters in the synthesized netlist total approximately 94.

Clock network:
- TritonCTS built the clock tree.
- The run gives the insertion delay to the later sink of the worst-skew pair as 0.79 ns.
- The run gives the post-CTS setup buffer count as 0.
- The run puts the number of clock sinks at 1,054.
- The run gives the post-cts hold buffer count as 0.
- The clock passes through at most 3 buffers.
- The run gives the H-tree depth as 3.
- The run puts the clock-pin slew of the registers on the worst-case setup and hold paths at 0.06 ns.
- The run gives the master cell of the clock root buffer as sky130_fd_sc_hd__clkbuf_16.
- The run gives the number of instances resized during post-cts repair as 0.
- The run gives the TritonCTS buffer count as between 100 and 150.

Worst setup path:
- The run gives the kind of end point of the critical path as a register.
- Per the timing report, the biggest fanout along the worst path comes to about 40.
- The setup check on the worst reg-to-reg path leaves a slack of 9.22 ns.
- STA classifies the critical path startpoint as a primary input.
- The data arrival time reported for the critical path is approximately 11 ns.
- The critical path is of the in2reg type.
- The run puts the data required time at the worst endpoint at around 17 ns.

Finish:
- The run gives the flip-flop count of the largest register after layout as between 1,000 and 1,500.
- The run puts the final non-filler cell total at 9,641.
- The run gives the fraction of layout cells with a size suffix above 1 as 11.91%.
- The run gives the area added between synthesis and finish as 13.23%.

Timing:
- The run gives the largest clock skew in the final design as 0.05800 ns.
- The run gives the count of final max-slew check failures as 0.
- Measured against its own limit, the worst slew margin works out to roughly a quarter.
- The run puts the number of hold violations in the final report at 0.
- For the pin with the worst max-slew slack, the measured transition is 1.143 ns.
- The run gives the final period utilization as between 60% and 70%.
- The run puts the fmax at 92.02 MHz.
- Adding up every negative setup slack in the final design gives 0 ns.
- The run gives the count of final setup violators as 0.
- For the finished layout, the period the worst path requires is 10.87 ns.
- Setup repair after global routing left no endpoint under its margin.

Global route:
- The run gives the via count of the first global-routing pass as 58,480.
- The run puts the number of antenna violations at the first check in global routing at 31.
- Recorded from the global router log, the overflow total was 0.
- The run gives the pin count of the biggest net entering global routing as between 100 and 150.
- The first global-routing pass estimated around 440 mm of wire.
- Global routing consumed, over all layers together, 31.48% of the routing resources.

Floorplan:
- In this run the horizontal extent of the chip is 450.6 um.
- The run puts the number of top-level design ports at approximately 160.
- Before placement the cells fill 30.21% of the core.
- The run puts the count of standard-cell rows at between 150 and 200.
- The run puts the core area at 199,900 um2.
- The run puts the die outline area at 203,100 um2.
- The run gives the height of the die as 450.6 um.

Hold path:
- The tightest min-delay check is of the reg2reg type.

Route:
- After detailed routing, the number of remaining DRC violations is 0.
- The run puts the number of antenna-violating nets in the routed design at 1.
- The run gives the number of violations reported at the end of detailed-routing iteration 0 as 7,838.
- The run gives the number of vias per cell after detailed routing as 6.424.
- The run puts the via count at slightly above 60,000.
- The run puts the length of the first detailed-routing pass in iterations at 24.
- Dividing the detail-routed wire length by the instance count gives 32.91 um.
- The run gives the detailed-route wire length as roughly 320 mm.

Placement:
- Routability-driven placement finished with a final weighted congestion of 1.063.
- The run gives the number of cells after detailed placement as 9,396.
- In the placement report, post-DP HPWL is listed as 195.4 mm.
- The run gives the total of buffers placed on input and output ports as 63.

Flow run:
- The tool flagged a number of max-cap violations equal to 0.
- Summing over the stages, the warning tally comes to between 100 and 150.

Status:
- The flow ran to the end, but the final reports show violations.
- The final reports fail on antenna violations.
[routing by layer]
layer / vias to the layer above / track usage, % / routed length [um]
met2: 5438 / 41.38 / 123200
li1: 25270 / - / -
met1: 29470 / 36.94 / 109300
met3: 1710 / 21.03 / 56120
met4: 57 / 20.50 / 27520
met5: - / 2.675 / 1090
[final timing paths]
| kind | startpoint | to | depth (start not counted) |
|---|---|---|---|
| worst max register to register | _regfile.regs[5][7] | _regfile.regs[3][31] | 20 |
| worst min-delay path | _regfile.regs[16][28] | _regfile.regs[16][28] | 2 |
| worst max-delay path | inst_rom_rdata[17] | _regfile.regs[3][31] | 25 |
| max in group asynchronous | rstn | _regfile.regs[6][0] | 5 |
| worst min register to register | _regfile.regs[16][28] | _regfile.regs[16][28] | 2 |
| min in group asynchronous | rstn | _regfile.regs[2][21] | 1 |
[stage by stage]
stage / instance area (um2) / worst slack [ns] / hold slack (ns) / utilization [%]
3_3_place_gp: 64240 / 4.690 / 0.4760 / 32.14
5_1_grt: 68300 / 4.989 / 0.5169 / 34.17
2_1_floorplan: 60630 / 7.544 / 0.4541 / -
3_5_place_dp: 64240 / 4.717 / 0.4810 / 32.14
6_report: 68370 / 5.133 / 0.4954 / 34.21
4_1_cts: 68290 / 5.471 / 0.4939 / 34.17
[power by group through the flow]
stage | clock network [mW] | registers (mW) | logic [mW]
CTS | 2.91 | 2.76 | 0.773
global route | 3.00 | 2.77 | 0.846
finish | 2.90 | 2.77 | 0.805
[kinds of logic after synthesis]
family,count (synthesis)
simple gates,2843
compound gates,1926
flops,1054
buf+inv,832
mux,175
xor+xnor,119
fa+ha+maj,98
other cells,1
[cell type report]
type                            instances  area [um2]
Fill cell                           20130      131500
Multi-Input combinational cell       5228       31280
Sequential cell                      1054       26390
Clock buffer                          169        3403
Tap cell                             2656        3323
Timing Repair Buffer                  372        2925
Clock inverter                         44       650.6
Inverter                               86       322.8
Antenna cell                           32       80.08
[worst max-delay path, stage by stage]
cell	delay, ns
sky130_fd_sc_hd__buf_2	0.45
sky130_fd_sc_hd__buf_4	0.67
sky130_fd_sc_hd__nor3b_2	0.10
sky130_fd_sc_hd__buf_4	0.29
sky130_fd_sc_hd__buf_4	0.37
sky130_fd_sc_hd__and3_1	0.28
sky130_fd_sc_hd__a2111oi_0	0.56
sky130_fd_sc_hd__nand3_1	0.21
sky130_fd_sc_hd__o32a_1	0.55
sky130_fd_sc_hd__mux2i_1	0.55
sky130_fd_sc_hd__inv_1	0.10
sky130_fd_sc_hd__ha_1	0.42
sky130_fd_sc_hd__nor4_1	0.14
sky130_fd_sc_hd__o211a_1	0.13
sky130_fd_sc_hd__a31oi_1	0.32
sky130_fd_sc_hd__a21oi_1	0.19
sky130_fd_sc_hd__o41ai_1	0.71
sky130_fd_sc_hd__a21oi_1	0.18
sky130_fd_sc_hd__o41ai_1	0.75
sky130_fd_sc_hd__o31a_1	0.35
sky130_fd_sc_hd__mux2i_1	0.21
sky130_fd_sc_hd__nand4_1	0.11
sky130_fd_sc_hd__nand2_1	0.08
sky130_fd_sc_hd__buf_4	0.32
sky130_fd_sc_hd__o21ai_0	0.14
[cell usage in the layout, fill, tap and decap left out, types with 32 or more instances in the layout]
cell / n
sky130_fd_sc_hd__a21oi_1: 136
sky130_fd_sc_hd__mux2i_1: 39
sky130_fd_sc_hd__buf_4: 307
sky130_fd_sc_hd__nor2_1: 176
sky130_fd_sc_hd__clkdlybuf4s50_1: 51
sky130_fd_sc_hd__dfrtp_1: 1045
sky130_fd_sc_hd__o31ai_1: 138
sky130_fd_sc_hd__nand4_1: 239
sky130_fd_sc_hd__a221oi_1: 43
sky130_fd_sc_hd__o21ai_0: 835
sky130_fd_sc_hd__nor4_1: 60
sky130_fd_sc_hd__ha_1: 95
sky130_fd_sc_hd__mux2_2: 136
sky130_fd_sc_hd__xor2_1: 36
sky130_fd_sc_hd__xnor2_1: 83
sky130_fd_sc_hd__diode_2: 32
sky130_fd_sc_hd__clkbuf_16: 117
sky130_fd_sc_hd__a22oi_1: 386
sky130_fd_sc_hd__a22o_1: 45
sky130_fd_sc_hd__nand3_1: 643
sky130_fd_sc_hd__a2111oi_0: 68
sky130_fd_sc_hd__conb_1: 67
sky130_fd_sc_hd__nor3_1: 43
sky130_fd_sc_hd__and3_1: 259
sky130_fd_sc_hd__o22ai_1: 34
sky130_fd_sc_hd__nand2_1: 1113
sky130_fd_sc_hd__inv_1: 85
No activity file was given, so power comes from the tool's default toggle rates.
